`run.sh`:
```
#!/bin/bash
# OpenROAD 26Q1-2900-gdf79404cd8, Yosys 0.63+post, stock flow scripts
make -C /OpenROAD-flow-scripts/flow DESIGN_CONFIG=/design/flow/config.mk WORK_HOME=/design/flow/orfs finish
```
`design.v`:
```
module InstMem(
    input i_clk,
    input i_reset,
    input i_stop,
    input [11:0] i_pc,
    output [15:0] o_instruction
);  
    reg [15:0] r_instruction;
    reg [15:0] mem[4095:0];
    always @(posedge i_clk or negedge i_reset) begin
        if(~i_reset)
            r_instruction <= 16'h0;
        else if(~i_stop)
            r_instruction <= mem[i_pc];
    end
    initial begin
        mem[0] = 16'b0001_0100_0011_1000;  
        mem[1] = 16'b0010_1000_0010_1111;  
        mem[2] = 16'b0001_0001_0010_0001;  
        mem[3] = 16'b0001_0010_0100_0010;  
    end
    assign o_instruction = r_instruction;
endmodule
module Top(
    input   i_clk,
    input   i_reset,
    input   i_stop,
    output  [3:0]o_write_add,
    output  [7:0]o_write_data
);
wire    [15:0]  w_instruction;
wire    [3:0]   w_write_add, w_opcode1, w_opcode2, w_destadd1, w_destadd2, w_srcadd_1, w_srcadd_2;
wire    [7:0]   w_write_data, w_srcdata_1, w_srcdata_2;
wire            w_write_en;
wire    [11:0]  w_pc;
fetch   fetcher(
    .i_clk(i_clk),
    .i_reset(i_reset),
    .i_stop(i_stop),
    .o_pc(w_pc)
);
decode  decoder(
    .i_instruction(w_instruction),
    .o_srcadd_1(w_srcadd_1),
    .o_srcadd_2(w_srcadd_2),
    .o_opcode(w_opcode1),
    .o_destadd(w_destadd1)
);
excute  excuter(
    .i_clk(i_clk),
    .i_reset(i_reset),
    .i_opcode(w_opcode2),
    .i_srcdata_1(w_srcdata_1),
    .i_srcdata_2(w_srcdata_2),
    .i_destadd(w_destadd2),
    .o_write_en(w_write_en),
    .o_write_add(w_write_add),
    .o_write_data(w_write_data)
);
InstMem     mem(
    .i_clk(i_clk),
    .i_reset(i_reset),
    .i_stop(i_stop),
    .i_pc(w_pc),
    .o_instruction(w_instruction)
);
resister    regi(
    .i_clk(i_clk),
    .i_reset(i_reset),
    .i_write_en(w_write_en),
    .i_opcode(w_opcode1),
    .i_destadd(w_destadd1),
    .i_read_reg1(w_srcadd_1),
    .i_read_reg2(w_srcadd_2),
    .i_write_reg(w_write_add),
    .i_write_data(w_write_data),
    .o_read_data1(w_srcdata_1),
    .o_read_data2(w_srcdata_2),
    .o_opcode(w_opcode2),
    .o_destadd(w_destadd2)
);
assign o_write_add = w_write_add;
assign o_write_data = w_write_data; 
endmodule
module decode(
    input [15:0] i_instruction,
    output [3:0] o_opcode,
    output [3:0] o_srcadd_1,
    output [3:0] o_srcadd_2,
    output [3:0] o_destadd
); 
reg [3:0] r_opcode, r_srcadd_1, r_srcadd_2, r_destadd;
always@(*)begin
    r_opcode = i_instruction[15:12];
    r_srcadd_1 = i_instruction[11:8];
    r_srcadd_2 = i_instruction[7:4];
    r_destadd = i_instruction[3:0];
end
assign o_opcode = r_opcode;
assign o_srcadd_1 = r_srcadd_1;
assign o_srcadd_2 = r_srcadd_2;
assign o_destadd = r_destadd; 
endmodule
module excute(
    input i_clk,
    input i_reset,
    input [3:0] i_opcode,
    input [7:0] i_srcdata_1,
    input [7:0] i_srcdata_2,
    input [3:0] i_destadd,
    output o_write_en, 
    output [3:0] o_write_add, 
    output [7:0] o_write_data 
);
parameter   ADD =   4'b0001,
            SUB =   4'b0010,
            LS  =   4'b0100,
            RS  =   4'b1000;
reg [7:0] r_write_data;
reg [3:0] r_write_add;
reg       r_write_en;
always@(posedge i_clk or negedge i_reset)begin
    if(~i_reset)
        r_write_en <= 1'b0;
    else if(r_write_data != 8'd0)
        r_write_en <= 1;
end
always@(posedge i_clk or negedge i_reset)begin
    if(~i_reset)
        r_write_add <= 4'h0;
    else
        r_write_add <= i_destadd;
end
always@(posedge i_clk or negedge i_reset) begin
    if(~i_reset)
        r_write_data <= 8'h0;
    else begin
        case(i_opcode)
            ADD:
                r_write_data <= i_srcdata_1 + i_srcdata_2;
            SUB:
                r_write_data <= i_srcdata_1 - i_srcdata_2;
            LS:
                r_write_data <= i_srcdata_1 << 1;
            RS:
                r_write_data <= i_srcdata_1 >> 1;
            default:
                r_write_data <= 8'h0;
        endcase
    end
end
assign o_write_data = r_write_data;
assign o_write_add = r_write_add;
assign o_write_en = r_write_en;
endmodule
module fetch(
    input i_clk,
    input i_reset,
    input i_stop,
    output [11:0] o_pc
); 
    wire [11:0] next_pc;
    reg [11:0] r_pc;  
    reg [11:0] o_pc;
    always @(posedge i_clk or negedge i_reset) begin
        if (~i_reset)begin
            o_pc <= 12'h000;
            r_pc <= 12'h000;
        end
        else if(~i_stop)begin
            o_pc <= r_pc;
            r_pc <= next_pc;
        end
    end
    assign next_pc = r_pc + 12'h001;
endmodule
module resister(
    input i_clk,
    input i_reset,
    input i_write_en,
    input [3:0] i_opcode,
    input [3:0] i_destadd,
    input [3:0] i_read_reg1,
    input [3:0] i_read_reg2,
    input [3:0] i_write_reg,
    input [7:0] i_write_data,
    output [7:0] o_read_data1,
    output [7:0] o_read_data2,
    output [3:0] o_opcode,
    output [3:0] o_destadd
);
reg [3:0] r_opcode, r_destadd; 
always@(posedge i_clk or negedge i_reset)begin
    if(~i_reset)
        r_opcode <= 4'h0;
    else
        r_opcode <= i_opcode;
end
always@(posedge i_clk or negedge i_reset)begin
    if(~i_reset)
        r_destadd <= 4'h0;
    else
        r_destadd <= i_destadd;
end
reg [7:0] registers [0:15];
reg [3:0] r_read_data1, r_read_data2;
integer i;
always @(posedge i_clk or negedge i_reset) begin
    if (~i_reset) begin
        for (i = 0; i < 16; i = i + 1) begin
            registers[i] <= i;
        end
    end
    else if (i_write_en && i_write_reg != 4'd0) begin
        registers[i_write_reg] <= i_write_data;
    end
end
always@(posedge i_clk or negedge i_reset)begin
    if(~i_reset)
        r_read_data1 = 8'h0;
    else
        r_read_data1 = registers[i_read_reg1];
end
always@(posedge i_clk or negedge i_reset)begin
    if(~i_reset)
        r_read_data2 = 8'h0;
    else
        r_read_data2 = registers[i_read_reg2];
end
assign o_read_data1 = r_read_data1;
assign o_read_data2 = r_read_data2;
assign o_opcode = r_opcode;
assign o_destadd = r_destadd;
endmodule
```
`config.mk`:
```
export PLATFORM = sky130hd
export DESIGN_NAME = Top
export DESIGN_NICKNAME = Top
export VERILOG_FILES = /design/flow/design.v
export SDC_FILE = /design/flow/constraint.sdc
export NUM_CORES = 4
export LEC_CHECK = 1
export CORE_UTILIZATION = 40
export SYNTH_MEMORY_MAX_BITS = 65536
```
`constraint.sdc`:
```
current_design Top

set clk_period 2.1
set clk_io_pct 0.2

create_clock -name clk0 -period $clk_period [get_ports {i_clk}]

set non_clock_inputs [all_inputs -no_clocks]
set_input_delay [expr $clk_period * $clk_io_pct] -clock clk0 $non_clock_inputs
set_output_delay [expr $clk_period * $clk_io_pct] -clock clk0 [all_outputs]
```
==> reports/metrics.yaml <==
postRouteAntennaNets: 0
max_cap_viol_count: 0
crit_top_cell: "inv_1"
coreArea_um2: 12200
fp.dieH_um: 114
grt.overflow.total: 0
setup_slack_ns: 0.218
clk_path_buf_depth: 2
hold_viol_final: 0
ys.flop_type: "dfrtp_1"
clock_skew_ns: 0.00826
critPathKind: "reg2reg"
drc: 0
post-route-util: 0.472
powerDensity_nw_per_um2: 1420
crit_buf_inv: 2
yosysSeqAreaShare: 0.509
diodes: 0
edf_count: 0
most_common_cell: "mux2_2"
cts-root-buf: "clkbuf_16"
common_cells: "mux2_2, dfrtp_1, dfstp_2"
drive_gt1_frac: 0.334
tool_warnings: 35
yosysUniqueCellTypes: 52
cts_tree: "yes"
routed_wl_mm: 11.7
gp_congestion: 0.968
grt_pass1_wl_mm: 18.8
cp_slowest_cell: "or4b_2"
dp_slack_ns: 0.254
grt_pass1_vias: 3299
grt_setup_unrepaired: "false"
fin_cells: 617
ys_ff: 101
synthTopCellsByArea: "dfrtp_1, dfstp_2, mux2_2"
setup_viol: 0
dp_hpwl_mm: 8.49
total_power_mw: 8.15
wire_per_inst_um: 18.9
yosys.stat.chipArea_um2: 5040
path_delay_family: "simple AND/OR/NAND/NOR gates"
cts_htree_levels: 3
finalMaxSlewViolations: 0
status: "finished, final reports clean"
dr.pass1.iters: 5
whs_ns: 0.344
relSlewSlack: 0.674
end_kind: "flop"
cp-startpoint: "regi.r_read_data2[1]$_DFF_PN0_"
path_max_fanout: 3
grtUsageTotal: 0.200
hp-start: "regi.r_destadd[3]$_DFF_PN0_"
die_x_um: 114
syn_area_per_cell_um2: 11.9
critical_path_arrival_ns: 2.16
grt_max_degree: 48
avgViaCountPerCell: 5.32
antenna_found_initial: 0
top_cell_area_share: 0.342
min_path_type: "reg2reg"
critPathMaxStageDelay_ns: 0.61
post_cts_buffers: 0
synth_area_um2: 5040
path_cells: "inv_1, ha_1, inv_1, a21oi_1, nor2_1, or4b_2, a31oi_1"
postLayoutCellArea_um2: 5740
required_ns: 2.38
vdd_drop_max_uv: 710
synthToLayoutAreaGrowth_pct: 13.8
finalCriticalPeriod_ns: 1.88
pin_count: 15
cts_made_buffers: 9
fp_util: 0.415
io_buffers: 14
numPlacedInstances: 600
clk_pin_slew_ns: 0.07
fin_tns_setup_ns: 0
via_count: 3280
tightest_slew_ns: 0.490
p_leak_nw: 2.49
yosysWarnings: 6
async_flop_share: 1.00
dpl-instance-area_um2: 5410
chipArea_um2: 13100
finalCritPeriodShare: 0.896
drt_iter0_drc: 232
clk_latency_ns: 0.36
timing.fmax_ghz: 0.531
cp-start-kind: "flop"
rows: 40
synthCells: 425
r2r-start: "regi.r_read_data2[1]$_DFF_PN0_"
cts_sinks: 101
yosysCellCount: 425
synth_area_leader_cell: "dfrtp_1"
[power breakdown]
group / internal (mW) / switching [mW] / total [mW]
registers: 2.77 / 0.658 / 3.43
logic: 1.47 / 1.46 / 2.93
clock network: 1.05 / 0.742 / 1.79
total: 5.29 / 2.86 / 8.15
[layout make-up]
class	instances	area [um2]
timing repair buffer	37	325
inverter	14	52.6
tap	168	210
multi-input combinational	281	2260
clock inverter	7	96.3
clock buffer	9	225
sequential	101	2570
fill	1097	6420
[logic make-up after synthesis]
kind of cell	count (synthesis)	synth area share
XOR/XNOR	4	0.00695
buffers and inverters	43	0.0427
AND-OR/OR-AND	67	0.0861
multiplexers	88	0.200
AND/OR/NAND/NOR	104	0.107
adder cells (fa/ha/maj)	18	0.0476
flip-flops	101	0.509
[worst paths after layout]
| check | cells after the start | slack, ns | endpoint |
|---|---|---|---|
| max | 7 | 0.22 | excuter.r_write_data[3]$_DFF_PN0_ |
| min | 0 | 0.34 | excuter.r_write_add[3]$_DFF_PN0_ |
| max reg2reg | 7 | 0.22 | excuter.r_write_data[3]$_DFF_PN0_ |
| min reg2reg | 0 | 0.34 | excuter.r_write_add[3]$_DFF_PN0_ |
| max in group asynchronous | 3 | 0.96 | regi.registers[15][2]$_DFFE_PN1P_ |
| min in group asynchronous | 2 | 0.47 | mem.r_instruction[9]$_DFFE_PN0N_ |
[what timing repair did]
item | 4_1_cts | 5_1_grt
hold endpoints to repair | 6 | 0
resized | 0 | 0
hold buffers | 1 | 0
[registers in the layout (all words and copies together) (netlist names), 2 cells and up]
register	cells
excuter.r_write_add	4
excuter.r_write_data	6
fetcher.o_pc	2
fetcher.r_pc	2
mem.r_instruction	9
regi.r_destadd	4
regi.r_read_data1	4
regi.r_read_data2	4
regi.registers	64
[layer usage]
metal,share of wire,global-route usage,routed length (um),vias up
met5,0,0,0,-
met4,0.015,0.0242,178,0
met3,0.042,0.0313,491,11
met2,0.46,0.302,5430,61
met1,0.48,0.327,5580,1666
li1,-,-,-,1542
[cells in the final DEF (no fill, tap or decap), types with 5 or more instances in the layout]
cell type,count
inv_1,14
nand3_1,11
o21ai_0,16
dfstp_2,32
a21oi_1,13
nor3b_1,8
mux2_2,72
dfrtp_1,69
a31oi_1,6
nand2b_1,7
nor2b_1,5
clkbuf_16,9
a22oi_1,6
clkdlybuf4s50_1,13
nor3_1,5
nor2_1,21
nand2_1,30
buf_4,22
mux2i_1,13
ha_1,16
