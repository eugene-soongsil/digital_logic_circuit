--- flow/run.sh ---
#!/bin/bash
# OpenROAD 26Q1-2900-gdf79404cd8, Yosys 0.63+post, stock flow scripts
make -C /OpenROAD-flow-scripts/flow DESIGN_CONFIG=/design/flow/config.mk WORK_HOME=/design/flow/orfs finish
--- flow/config.mk ---
export PLATFORM = sky130hd
export DESIGN_NAME = Adder_8bit
export DESIGN_NICKNAME = Adder_8bit
export VERILOG_FILES = /design/flow/design.v
export SDC_FILE = /design/flow/constraint.sdc
export NUM_CORES = 4
export LEC_CHECK = 1
export CORE_AREA = 10 10 70 70
export DIE_AREA = 0 0 80 80
--- flow/constraint.sdc ---
current_design Adder_8bit

set clk_period 2.9
set clk_io_pct 0.2

create_clock -name clk0 -period $clk_period

set non_clock_inputs [all_inputs -no_clocks]
set_input_delay [expr $clk_period * $clk_io_pct] -clock clk0 $non_clock_inputs
set_output_delay [expr $clk_period * $clk_io_pct] -clock clk0 [all_outputs]
--- flow/design.v ---
module Adder_8bit(
    input [7:0] a,
    input [7:0] b,
    input ci,
    output [7:0] s,
    output co
);
wire w_c;
adder_4bit adder0(.a(a[3:0]), .b(b[3:0]), .ci(ci), .s(s[3:0]), .co(w_c));
adder_4bit adder1(.a(a[7:4]), .b(b[7:4]), .ci(w_c), .s(s[7:4]), .co(co));
endmodule
module adder_4bit(
    input [3:0] a,
    input [3:0] b,
    input ci,
    output [3:0] s,
    output co
);
wire c1, c2, c3;
full_adder adder0(.a(a[0]), .b(b[0]), .c(ci), .s(s[0]), .co(c1));
full_adder adder1(.a(a[1]), .b(b[1]), .c(c1), .s(s[1]), .co(c2));
full_adder adder2(.a(a[2]), .b(b[2]), .c(c2), .s(s[2]), .co(c3));
full_adder adder3(.a(a[3]), .b(b[3]), .c(c3), .s(s[3]), .co(co));
endmodule
module full_adder(
    input a,
    input b,
    input c,
    output co,
    output s
);
assign co = (b&c) | (a&c) | (a&b);
assign s = a ^ b ^ c;
endmodule
==> flow_summary.json <==
{
  "ys.warnings.count": 0,
  "synth_cell_type_count": 3,
  "placement_rows": 21,
  "report.final.hold_viol_count": 0,
  "rsz0062_at_grt": "yes",
  "core_area_mm2": 0.00342,
  "grt_start_max_net_pins": 2,
  "floorplan.initialDensity_pct": 7.55,
  "timing.final.crit_period_ns": 4.23,
  "antenna_cells": 0,
  "area_post_placement_um2": 551,
  "cell_total_in_the_yosys_stat_output": 26,
  "register_share_after_synthesis_pct": 0,
  "min_period_over_period_pct": 146,
  "arrival_ns": 3.65,
  "grt_use_total_pct": 2.24,
  "flop-count": 0,
  "tool_warnings": 35,
  "timing.slew.headroom_pct": 92.4,
  "number_of_antenna_violations_at_the_first_check_in_global_routing": 0,
  "grtUsageMet3_pct": 2.05,
  "internal_power_w": 0.0000571,
  "power_density_mw_per_mm2": 162,
  "drt_iter0_markers": 0,
  "sequentialPowerShare_pct": 0,
  "die_width_um": 80,
  "max_freq_mhz": 236,
  "place.port_buffers": 26,
  "post_route_cells_drive_above_1_share_pct": 54.5,
  "final_area_um2": 531,
  "grt_pass1_vias": 252,
  "antenna_violating_nets_post_route": 0,
  "ioPinCount": 26,
  "power.share.clock_pct": 0,
  "post_drt_wl_per_cell_um": 8.51,
  "max-vdd-ir-drop_uv": 63.0,
  "grt.busiest_layer": "met1",
  "detailed_route_vias_per_instance": 2.42,
  "drt_drc_violations_left": 0,
  "final_max_slew_viol_count": 0,
  "setup.worst_path.start_class": "primary input",
  "critical_path_peak_fanout": 1,
  "finalHoldWorstSlack_ns": 1.88,
  "holdPathStages": 4,
  "detail_route.wirelength_um": 766,
  "worst-setup-path-type": "in2out",
  "worst_setup_path_end_kind": "output port",
  "met1_track_utilization_from_global_routing_pct": 2.97,
  "required_ns": 2.32,
  "num-clock-buffers": 0,
  "flop_area_um2": 0,
  "drt_first_pass_iters": 1,
  "power.share.switching_pct": 33.7,
  "gp_congestion": 0.831,
  "violated_checks": "setup timing",
  "netlist_instances": 26,
  "outcome": "finished, violations left",
  "min-delay-path-class": "in2out",
  "detailroute.via_count": 218,
  "die_area_mm2": 0.00640,
  "worstMarginPinSlew_ns": 0.114,
  "globalRouteMet2Util_pct": 2.73,
  "area_delta_synth_final_pct": 106,
  "combinationalPowerShare_pct": 100.0,
  "setup_viol_count_final": 5,
  "detailedPlacementHpwl_um": 759,
  "p_switching_w": 0.0000290,
  "max-cap-violations": 0,
  "total_leakage_power_nw": 0.222,
  "gr-total-overflow": 0,
  "ys_chip_area_um2": 258,
  "timing.final.ws_setup_ns": -1.33,
  "avgSynthCellArea_um2": 9.91,
  "chipHeight_um": 80,
  "first_pass_grt_wire_length_mm": 1.15,
  "syn-cell-area_um2": 258
}
metrics by stage:
stage	worst slack (ns)	total power, W	TNS, ns	util, %	cells
floorplan	-1.13	0.0000534	-3.32	-	26
global placement	-2.19	0.000104	-10.15	16.1	90
detailed placement	-2.21	0.000105	-10.22	16.1	90
CTS	-1.47	0.0000897	-4.92	15.5	90
global route	-1.45	0.000101	-4.77	15.5	90
finish	-1.33	0.0000861	-4.34	15.5	90
cell families (layout without fill, tap and decap cells):
logic type / Yosys count / after routing / synth area share (%)
buf+inv: 18 / 36 / 37.9
fa+ha+maj: 8 / 8 / 62.1
cells in the final DEF, fill, tap and decap left out, drive strengths merged:
master,netlist,final
inv,10,10
fa,8,8
dlygate4sd2,0,2
dlymetal6s2s,0,1
clkdlybuf4s50,0,14
buf,8,9
layout make-up:
| class | instances | area (um^2) |
|---|---|---|
| fillers | 388 | 2890 |
| inverters | 10 | 55.1 |
| multi-input cells | 8 | 180 |
| well taps | 46 | 57.6 |
| repair buffers | 26 | 238 |
metal layers:
metal	routed length, um	up-vias
li1	-	96
met1	319	98
met2	242	24
met3	204	0
met4	0	0
met5	0	-
synthesized netlist by cell type:
cell | number | area [um^2]
sky130_fd_sc_hd__buf_4 | 8 | 60.1
sky130_fd_sc_hd__fa_1 | 8 | 160
sky130_fd_sc_hd__inv_1 | 10 | 37.5
worst max-delay path, cell delays in order:
cell and delay (ns):
sky130_fd_sc_hd__buf_8 0.11, sky130_fd_sc_hd__inv_12 0.04, sky130_fd_sc_hd__fa_2 0.19, sky130_fd_sc_hd__inv_2 0.04, sky130_fd_sc_hd__fa_2 0.34, sky130_fd_sc_hd__fa_2 0.36
sky130_fd_sc_hd__fa_2 0.35, sky130_fd_sc_hd__fa_2 0.34, sky130_fd_sc_hd__fa_2 0.34, sky130_fd_sc_hd__fa_2 0.34, sky130_fd_sc_hd__inv_2 0.06, sky130_fd_sc_hd__fa_2 0.42
sky130_fd_sc_hd__inv_2 0.05, sky130_fd_sc_hd__buf_2 0.09
worst paths after layout:
| check | end | from | slack [ns] |
|---|---|---|---|
| worst max-delay path | s[7] | a[0] | -1.33 |
| worst min-delay path | s[2] | b[1] | 1.88 |
repair_timing:
item	4_1_cts	5_1_grt
buffers inserted	0	0
endpoints found under the setup margin	8	7
hold buffers	0	0
pin swaps	8	8
cloned	0	0
gates resized	39	3
power by group through the flow:
stage,Combinational [W],Clock (W),Sequential (W)
finish,0.0000861,0,0
global route,0.000101,0,0
CTS,0.0000897,0,0
Power figures rest on the tool's default switching activity, not on a simulated workload.
